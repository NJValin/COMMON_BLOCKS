**design.v**
```verilog
`default_nettype none
module data_buffer #(
		parameter WORD_SIZE = 8,
		parameter DEPTH     = 4
	) (
		input logic                  clk,
		input logic                  rstn,
		input logic                  write,
		input logic                  read,
		input logic [WORD_SIZE-1:0]  data_in,
		output logic [WORD_SIZE-1:0] data_out,
		output logic                 buffer_full,
		output logic                 overflow
	);
	logic [DEPTH-1:0][WORD_SIZE-1:0] buffer;
	logic                            buffer_empty;
	logic [$clog2(DEPTH)-1:0]        max_index;
	logic [$clog2(DEPTH)-1:0]        write_pointer;
	assign max_index    = DEPTH-1;
	assign buffer_full  = ~&(max_index ^ write_pointer);  
	assign buffer_empty = ~&write_pointer;  
	assign data_out     = buffer[0];
	always_ff @(posedge clk, negedge rstn) begin
		if (!rstn) begin
			for (int i=0; i<DEPTH; i=i+1) begin
				buffer[i] <= 'b0;
			end
			write_pointer <= 'b0;
			overflow <= 'b0;
		end	
		else begin
			if (read) begin
				for (int i=DEPTH-1; i>0; i=i-1) begin
					buffer[i-1] <= buffer[i];
				end 
				write_pointer <= (buffer_empty)?write_pointer:write_pointer-1;
			end
			else begin
			end
			if (write) begin
				buffer[write_pointer] <= data_in;
				write_pointer <= (buffer_full)?write_pointer:write_pointer+1;
				overflow <= (buffer_full)?1'b1:1'b0;
			end
			else begin
			end
		end
	end 
endmodule
```
**run.sh**
```bash
#!/bin/bash
# OpenROAD 26Q1-2900-gdf79404cd8, Yosys 0.63+post, stock flow scripts
make -C /OpenROAD-flow-scripts/flow DESIGN_CONFIG=/design/flow/config.mk WORK_HOME=/design/flow/orfs finish
```
**config.mk**
```make
export PLATFORM = sky130hd
export DESIGN_NAME = data_buffer
export DESIGN_NICKNAME = data_buffer
export VERILOG_FILES = /design/flow/design.v
export SDC_FILE = /design/flow/constraint.sdc
export NUM_CORES = 4
export LEC_CHECK = 1
export CORE_UTILIZATION = 30
```
**constraint.sdc**
```tcl
current_design data_buffer

set clk_period 2.2
set clk_io_pct 0.2

create_clock -name clk0 -period $clk_period [get_ports {clk}]

set non_clock_inputs [all_inputs -no_clocks]
set_input_delay [expr $clk_period * $clk_io_pct] -clock clk0 $non_clock_inputs
set_output_delay [expr $clk_period * $clk_io_pct] -clock clk0 [all_outputs]
```
==> impl_metrics.yaml <==
# physical design summary
min_path:
  hold_class: "flop to flop"
  holdPathStages: 1
  hold_path_end: "overflow"
  hp-start: "overflow"
sta:
  setup_viol_count_final: 0
  slew_viol_final: 0
  worstMarginPinSlew_ns: 0.458
  period_minus_slack_ns: 2.06
  fin_skew_ns: 0.00448
  fmax_ghz: 0.484
  rsz0062_at_grt: "false"
  finalClockPeriodUsage_pct: 93.8
  max-slew-margin-rel_pct: 69.4
  tns_ns: 0
  finalHoldViolations: 0
floorplanning:
  std_cell_rows: 27
  die_x_um: 78.9
  initial_core_util_pct: 31.6
  ios: 22
  core_area_um2: 5610
  die_h_um: 78.9
  chip_area_um2: 6220
pwr:
  power_density_nw_per_um2: 1270
  p_int_uw: 1720
  p_seq_share_pct: 40.1
  p_leak_uw: 0.000934
  power_switching_uw: 947
  clock_power_share_pct: 17.4
  peakVddDrop_uv: 655
  p_comb_share_pct: 42.5
  total_power_uw: 2660
  p_sw_share_pct: 35.6
yosys:
  synth_seq_share_pct: 49.4
  top_area_share_pct: 49.4
  yosysWarnings: 1
  syn-mean-instance-area_um2: 12.1
  synth_cells: 146
  ys_ff: 35
  top_area_cell: "dfrtp_1"
  synthTopCellsByArea: "dfrtp_1 49%, mux2i_1 14%, buf_4 4.7%"
  syn_area_um2: 1770
  yosys_cells: 146
  synth_cell_types: 28
  ys_area_um2: 1770
run:
  maxCapViolCount: 0
  warnings: 29
global_route:
  overflow: 0
  grt_pass1_vias: 1239
  grt_pass1_wl_um: 6060
  antenna_found_initial: 0
  grt_max_degree: 36
  grt_usage_pct: 12.7
setup_path:
  crit_type: "flop to output port"
  start_kind: "flop"
  cp_data_required_time_ns: 1.76
  reg2reg_slack_ns: 0.58
  reg2reg_from: "write_pointer[1]"
  critPathBufInv: 3
  cp_cell_sequence: "inv_1, ha_2, inv_1, clkdlybuf4s50_1"
  rr_worst_depth: 5
  r2r-end: "buffer[0]"
  cp-end-kind: "output port"
  critPathMaxFanout: 6
  slowest_delay_ns: 0.41
  cp_common_cell: "inv_1"
  cpLargestDelayFamily: "buffers and inverters"
  cp_data_arrival_time_ns: 1.62
  slowest_stage: "dfrtp_1"
placement:
  portBuffers: 21
  dp_hpwl_um: 2310
  gp_congestion: 0.786
route:
  drc: 0
  drt_first_pass_iters: 4
  vias: 1217
  ant_nets: 0
  first_iter_violations: 84
  routed_wl_um: 3650
  via_per_inst: 5.16
  diodes: 0
  wire_per_inst_um: 15.5
clock_tree:
  cts_resized: 0
  clock-sinks: 35
  ctsHoldBuffers: 0
  clk_pin_slew_ns: 0.07
  clk_latency_ns: 0.29
  cts.htree.levels: 2
  cts_root_buf: "clkbuf_8"
  cts_made_buffers: 5
  cts_buffer_depth: 2
  post_cts_buffers: 0
  cts_tree: "done"
cells_and_area:
  layout-drive-gt1-share_pct: 12.8
  fillers: 553
  layout_top_cell: "dfrtp_1"
  layout_top_cells: "35 x dfrtp_1, 24 x mux2i_1, 21 x clkdlybuf4s50_1"
  area_growth_pct: 17.9
outcome:
  status: "completed"
## power groups by stage
stage	sequential, µW	combinational [µW]	clock (µW)
4_1_cts	1070	1120	470
5_1_grt	1100	1240	503
6_report	1070	1130	462
## flip-flops by register name (all words and copies together) (netlist names)
register	cells
buffer	32
overflow	1
write_pointer	2
## layout make-up
class                   instances  area (µm²)  area share [%]
flip-flops and latches         35         876            41.9
multi-input cells              92         767            36.7
repair buffers                 26         260            12.5
well taps                      72        90.1            4.31
clock buffers                   6        72.6            3.47
clock inverters                 2        12.5           0.599
inverters                       3        11.3           0.539
## cell families after synthesis
kind of cell / count (synthesis) / synth area share, %
flip-flops: 35 / 49.4
AND-OR/OR-AND: 34 / 14.2
AND/OR/NAND/NOR: 26 / 10.2
multiplexers: 25 / 14.2
adder cells (fa/ha/maj): 5 / 3.53
buffers and inverters: 19 / 7.41
XOR/XNOR: 2 / 0.989
## worst register-to-register path, cell delays in order, from the launching register on
cell,delay (ns)
dfrtp_1,0.41
inv_1,0.15
ha_1,0.31
and2_1,0.35
buf_4,0.21
o2bb2ai_1,0.08
## worst max path at each step
stage / startpoint / endpoint / slack [ns] / depth (start not counted)
CTS: write_pointer[0] / buffer_full / 0.05 / 4
global route: write_pointer[0] / buffer_full / 0.06 / 4
finish: write_pointer[1] / buffer_full / 0.14 / 4
## synth_stat cells (all sizes together)
| library cell | number |
|---|---|
| inv | 3 |
| a22o | 8 |
| xnor2 | 2 |
| mux2i | 24 |
| clkbuf | 1 |
| nand2 | 14 |
| and2 | 3 |
| nand4b | 1 |
| nor3 | 1 |
| buf | 15 |
| o22ai | 13 |
| nor2 | 3 |
| o2bb2ai | 8 |
| nand4bb | 1 |
| o21ai | 3 |
| nand3 | 2 |
| mux2 | 1 |
| and4b | 1 |
| o31ai | 1 |
| ha | 5 |
| dfrtp | 35 |
| o21bai | 1 |
## metal layers
| layer | vias up | wire, µm | GRT usage [%] |
|---|---|---|---|
| met1 | 597 | 1750 | 19.4 |
| li1 | 564 | - | - |
| met5 | - | 0 | 0 |
| met2 | 48 | 1560 | 18.9 |
| met3 | 8 | 277 | 3.27 |
| met4 | 0 | 65 | 2.00 |
## stage by stage
| stage | std cells | setup slack [ns] | util [%] | instance area, µm² | hold WS (ns) |
|---|---|---|---|---|---|
| after global routing | 236 | 0.0588 | 37.3 | 2090 | 0.529 |
| final | 236 | 0.136 | 37.3 | 2090 | 0.516 |
| after detailed placement | 228 | 0.174 | 35.7 | 2000 | 0.492 |
| after floorplan | 146 | 0.609 | - | 1770 | 0.144 |
| after global placement | 228 | 0.232 | 35.7 | 2000 | 0.490 |
| after CTS | 236 | 0.0477 | 37.2 | 2090 | 0.516 |
Power figures rest on the tool's default switching activity, not on a simulated workload.
