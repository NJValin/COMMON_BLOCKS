**/design/flow/run.sh**
```bash
#!/bin/bash
# OpenROAD 26Q1-2900-gdf79404cd8, Yosys 0.63+post, stock flow scripts
make -C /OpenROAD-flow-scripts/flow DESIGN_CONFIG=/design/flow/config.mk WORK_HOME=/design/flow/orfs finish
```
**/design/flow/config.mk**
```make
export PLATFORM = sky130hd
export DESIGN_NAME = clock_divider
export DESIGN_NICKNAME = clock_divider
export VERILOG_FILES = /design/flow/design.v
export SDC_FILE = /design/flow/constraint.sdc
export NUM_CORES = 4
export LEC_CHECK = 1
export CORE_UTILIZATION = 30
```
**/design/flow/constraint.sdc**
```tcl
current_design clock_divider

set clk_period 7.4
set clk_io_pct 0.2

create_clock -name clk0 -period $clk_period [get_ports {clk_in}]

set non_clock_inputs [all_inputs -no_clocks]
set_input_delay [expr $clk_period * $clk_io_pct] -clock clk0 $non_clock_inputs
set_output_delay [expr $clk_period * $clk_io_pct] -clock clk0 [all_outputs]
```
**/design/flow/design.v**
```verilog
`default_nettype none
module clock_divider (
	input  logic          clk_in,
	input  logic          rstn,
	input  logic [31:0]   int_div,
	output logic         clk_out
	);
	int sync_div;
	int counter;
	int en_count;
	logic clk_out_driver;
	always_ff @ (posedge clk_in, negedge rstn) begin
		if (!rstn) begin
			sync_div<='h0;
			counter <='h1;
			clk_out_driver <= 1'b0;
		end
		else if (sync_div == counter<<1) begin
			clk_out_driver <= ~clk_out_driver;
			counter <= 'h1;
		end
		else begin
			sync_div <= int_div;
			en_count <= 32'hffffffff;  
			counter <= (counter + 32'h1) & en_count;  
		end
	end
	assign clk_out = clk_out_driver;
endmodule
```
==> job_summary.md <==
## Synthesis and layout report

| Metric | Value |
|---|---|
| Area share, top type | 50.4% |
| Hpwl dp | 4010 um |
| CP arrival | 3.25 ns |
| Initial antenna violation count | 0 |
| Synth Instances | 255 |
| Placer Congestion | 0.809 |
| Achievable frequency | 330 MHz |
| Hold-fix buffers at CTS | 0 |
| Largest cells by area | dfrtp_1 (50%), xor2_1 (14%), mux2_4 (7.7%) |
| Non-filler cells, final | 433 |
| Die W | 104 um |
| Flops out of synthesis | 64 |
| VDD IR max | 0.0959 mV |
| Routed Antenna Nets | 0 |
| Vias in the first global route | 1,950 |
| Internal Power | 0.585 mW |
| Comb pwr share | 5.8% |
| Flop pwr share | 49.8% |
| Area Growth Syn to Fin | 20.5% |
| Clock network power share | 44.4% |
| # IOs | 35 |
| Clock skew | 0.00960 ns |
| Pwr dens | 195 nW/um^2 |
| Die H | 104 um |
| Die ar. | 10,800 um^2 |
| Crit path DRT | 7.62 ns |
| CP Capture Type | flip-flop |
| N_diodes | 0 |
| CP top delay family | simple AND/OR/NAND/NOR gates |
| Finish-stage setup viols | 0 |
| # Cells Yosys | 255 |
| Count of cell types in the netlist | 23 |
| IO Port Bufs | 34 |
| Global-route wire length before repair | 9920 um |
| Cts repair resizes | 0 |
| Placed cell area | 3550 um^2 |
| Crit path largest cell delay | 0.66 ns |
| Syn. warnings | 1 |
| Slew Viols, Final | 0 |
| Crit-path max FO | 39 |
| CP bufs+invs | 1 |
| First-pass detailed-route iteration total | 5 |
| Cts bufs inserted | 9 |
| Switch share | 20.3% |
| Root buffer cell | clkbuf_8 |
| RSZ-0062 raised after global routing | no |
| Status | finished, final reports clean |
| Sum Neg Setup Slack | 0 ns |
| Wire per inst | 13.3 um |
| HP Class | reg2reg |
| Power Total | 0.734 mW |
| Final core occ | 37.8% |
| MaxCap Viol Count | 0 |
| Tmin final | 3.03 ns |
| Switching power total | 0.149 mW |
| Drt total wl | 5750 um |
| CTS H-tree lvls | 3 |
| CORE AREA | 9950 um^2 |
| OpenROAD warning count | 25 |
| Final instance area | 3770 um^2 |
| Initial Util | 31.4% |
| R2R setup slack | 4.37 ns |
| WS Path Type | reg2reg |
| Hold Vio Cnt, Final | 0 |
| Post-Syn Area | 3130 um^2 |
| Insertion Delay late pin | 0.34 ns |
| Worst Tran Pin Value | 0.767 ns |
| # fillers | 940 |
| Layout cells sized above 1 | 16.3% |
| Area leader, netlist | dfrtp_1 |
| Clock transition at path regs | 0.07 ns |
| DRC violations left | 0 |
| Leak | 1.71 nW |
| Row cnt | 36 |
| CTS tree | done |
| Grt ovf | 0 |
| Syn avg cell area | 12.3 um^2 |
| Global Route Usage Sum | 11.7% |
| Drt via density | 4.50 |
| Largest net degree at the start of global routing | 40 |
| Detailed Route Iter0 Violations | 67 |
| Clock net sink count | 64 |
| Postcts setup bufs | 0 |
| Tcrit/Tclk final | 40.9% |
| Slowest stage cell, crit path | nor2_4 |
| Yosys chip area | 3130 um^2 |
| Crit start category | flip-flop |
| Vias | 1,948 |
| Clk buf depth | 2 |
| Headroom to the max-slew limit | 48.7% |
| Worst path cell trace | xor2_1 -> nor4_1 -> nand4_1 -> nor2_4 -> buf_4 -> mux2_2 |
| Post-Place Cells | 417 |
| Sequential area share after synthesis | 51.3% |
==> cell usage in the layout (no fill, tap or decap), drive strengths merged <==
cell type | synthesis | layout
dfrtp | 63 | 63
dfstp | 1 | 1
bufinv | 0 | 2
and3 | 5 | 5
nand4 | 14 | 14
inv | 3 | 3
clkinv | 0 | 1
nand3 | 10 | 10
nor3 | 2 | 2
ha | 1 | 1
nand2 | 7 | 7
o21ai | 1 | 1
clkbuf | 0 | 13
nor2 | 36 | 36
buf | 7 | 3
nor4 | 10 | 10
nor2b | 2 | 2
xor2 | 51 | 51
xnor2 | 10 | 10
nor4b | 1 | 1
mux2 | 31 | 31
clkdlybuf4s50 | 0 | 33
==> synth_stat cells <==
cell     instances
inv_1            3
buf_6            4
nor3_1           2
nand4_1         14
nand3_1         10
nor2b_1          2
dfstp_2          1
nor2_4           1
and3_1           5
o21ai_0          1
xnor2_1         10
xor2_1          51
mux2_4          16
dfrtp_1         63
buf_8            3
nand2_1          7
nor4b_1          1
ha_1             1
nor4_4           2
nor2_1          35
mux2_2          13
nor4_1           8
mux2_1           2
==> routing by layer <==
| layer | vias up | global-route usage [%] | share of wire (%) |
|---|---|---|---|
| met5 | - | 0 | 0 |
| met4 | 0 | 1.94 | 1.2 |
| met3 | 7 | 3.06 | 7.2 |
| met2 | 57 | 16.5 | 44 |
| met1 | 936 | 18.6 | 48 |
| li1 | 948 | - | - |
==> kinds of logic (layout without fill, tap and decap cells) <==
family	Yosys count	count (layout)	share of synthesized area (%)
AOI/OAI and AO/OA	1	1	0.160
and+or+nand+nor	87	87	14.8
DFF	64	64	51.3
adders and majority gates	1	1	0.400
xor gates and xnor gates	61	61	17.1
muxes	31	31	13.1
buffers and inverters	10	55	3.24
==> final timing paths <==
| check | startpoint | to | cells past startpoint |
|---|---|---|---|
| min reg2reg | clk_out_driver$_DFFE_PN0N_ | clk_out_driver$_DFFE_PN0N_ | 1 |
| max reg2reg | counter[16]$_DFF_PN0_ | sync_div[21]$_DFFE_PN0P_ | 6 |
| min | clk_out_driver$_DFFE_PN0N_ | clk_out_driver$_DFFE_PN0N_ | 1 |
| min in group asynchronous | rstn | sync_div[6]$_DFFE_PN0P_ | 1 |
| max in group asynchronous | rstn | counter[27]$_DFF_PN0_ | 2 |
| max | counter[16]$_DFF_PN0_ | sync_div[21]$_DFFE_PN0P_ | 6 |
==> metrics by stage <==
stage	setup WS, ns	hold WS [ns]
after CTS	4.36	0.476
after global placement	4.34	0.462
after global routing	4.18	0.485
after detailed placement	4.37	0.465
after floorplan	5.45	0.420
final	4.37	0.473
==> power by group through the flow <==
| stage | combinational [mW] | sequential (mW) | clock [mW] |
|---|---|---|---|
| after CTS | 0.0438 | 0.366 | 0.332 |
| after global routing | 0.0470 | 0.367 | 0.353 |
| final | 0.0423 | 0.366 | 0.326 |
==> area by class of cell <==
class | count | area (um^2) | area share (%)
multi-input cells | 181 | 1420 | 37.8
well taps | 133 | 166 | 4.42
repair buffers | 36 | 350 | 9.30
clock inverters | 3 | 65.1 | 1.73
flip-flops and latches | 64 | 1600 | 42.5
clock buffers | 13 | 149 | 3.95
inverters | 3 | 11.3 | 0.299
==> sequential cells by signal, indices dropped and copies added, names as in the netlist <==
register and flops:
clk_out_driver 1, sync_div 32, counter 31
Power figures rest on the tool's default switching activity, not on a simulated workload.
